==> /design/flow/design.v <==
`timescale 1ns/1ns
module pipe_fetch(
	input logic			clk,
	input logic			rst,
	input logic			flush,
	input logic			stall,
	input logic [31:0]	INST_F,
	input logic	[31:0]	PC_F,
	input logic	[31:0]	PC4_F,
	output logic [31:0] INST_D,
	output logic [31:0] PC_D,
	output logic [31:0] PC4_D
);
	logic [31:0] INST_buff_d, INST_buff_q;
	logic [31:0] PC_buff_d, PC_buff_q;
	logic [31:0] PC4_buff_d, PC4_buff_q;
	always_ff @(posedge clk) begin
		if (rst) begin
			INST_buff_q <= 0;
			PC_buff_q <= 0;
			PC4_buff_q <= 0;
		end
		else begin
			INST_buff_q <= INST_buff_d;
			PC_buff_q <= PC_buff_d;
			PC4_buff_q <= PC4_buff_d;
		end
	end
	always_comb begin
		INST_D = 0;
		PC_D = 0;
		PC4_D = 0;
		if (stall) begin
			INST_buff_d = INST_buff_q;
			PC_buff_d = PC_buff_q;
			PC4_buff_d = PC4_buff_q;	
		end
		else if (flush) begin
			INST_buff_d = 0;
			PC_buff_d = 0;
			PC4_buff_d = 0;
		end
		else begin
			INST_D = INST_buff_q;
			PC_D = PC_buff_q;
			PC4_D = PC4_buff_q;
			INST_buff_d = INST_F;
			PC_buff_d = PC_F;
			PC4_buff_d = PC4_F;
		end
	end
endmodule
==> /design/flow/config.mk <==
export PLATFORM = sky130hd
export DESIGN_NAME = pipe_fetch
export DESIGN_NICKNAME = pipe_fetch
export VERILOG_FILES = /design/flow/design.v
export SDC_FILE = /design/flow/constraint.sdc
export NUM_CORES = 4
export LEC_CHECK = 1
export CORE_UTILIZATION = 50
==> /design/flow/run.sh <==
#!/bin/bash
# OpenROAD 26Q1-2900-gdf79404cd8, Yosys 0.63+post, stock flow scripts
make -C /OpenROAD-flow-scripts/flow DESIGN_CONFIG=/design/flow/config.mk WORK_HOME=/design/flow/orfs finish
==> /design/flow/constraint.sdc <==
current_design pipe_fetch

set clk_period 4.5
set clk_io_pct 0.2

create_clock -name clk0 -period $clk_period [get_ports {clk}]

set non_clock_inputs [all_inputs -no_clocks]
set_input_delay [expr $clk_period * $clk_io_pct] -clock clk0 $non_clock_inputs
set_output_delay [expr $clk_period * $clk_io_pct] -clock clk0 [all_outputs]
==> impl_metrics.py <==
# Flow results
metrics = {
    "logic_synthesis": {
        "yosys-stat-area_mm2": 0.00462,
        "syn-cell-area_mm2": 0.00462,
        "ys_seq_share_pct": 41.6,
        "synth-seq-cells": 96,
        "synth_cells": 535,
        "synthDistinctLibCells": 13,
        "ys_cells": 535,
        "avgSynthCellArea_um2": 8.63,
        "yosysWarnings": 1,
    },
    "final_timing": {
        "tightestPinTransition_ns": 0.719,
        "rsz0062_at_grt": "no",
        "clock_skew_ns": 0,
        "layout_min_cycle_time_ns": 3.38,
        "slew_headroom_pct": 52.1,
        "fin_ws_ns": 1.12,
        "hold_viol": 0,
        "min_period_over_period_pct": 75.2,
        "maxSlewViolCount": 0,
        "setup_violations": 0,
        "fmaxAchievable_mhz": 296,
        "setup_tns_ns": 0,
    },
    "setup_path": {
        "endpoint_kind": "primary output",
        "reg2regPathDepth": 2,
        "cp_max_fo": 96,
        "cp-endpoint": "PC_D[31]",
        "criticalPathCategory": "input pin to primary output",
        "crit_start": "flush",
        "start_kind": "input pin",
        "cp.required_ns": 3.60,
        "crit_arrival_ns": 2.48,
        "r2r_end": "PC_buff_q[19]",
        "rrSetupSlack_ns": 3.84,
        "r2r-start": "PC_buff_q[19]",
    },
    "route": {
        "antenna_left": 0,
        "drtIter0Drc": 174,
        "antennaDiodeCount": 0,
        "drt-met1-wl_um": 4980,
        "wl_met3_um": 784,
        "drc": 0,
        "wirelength_um": 10800,
        "wl_met2_um": 5010,
        "vias": 3995,
        "top_layer": "met4",
        "drt_first_pass_iters": 21,
        "viasPerCell": 4.96,
        "wl_per_cell_um": 13.5,
    },
    "flow_run": {
        "warnings": 28,
        "maxCapViolCount": 0,
    },
    "clock_network": {
        "root_buffer": "clkbuf_8",
        "cts_buffers": 9,
        "path_clk_slew_ns": 0.08,
        "post_cts_buffers": 0,
        "cts_resized": 0,
        "cts_max_level": 3,
        "clock_path_buffers": 2,
        "holdBufCountCts": 0,
        "clock-sinks": 96,
        "cts_tree": "built",
        "clk-insertion-delay-late_ns": 0.36,
    },
    "power_and_ir_drop": {
        "cellPowerDensity_mw_per_mm2": 252,
        "switching_share_pct": 24.6,
        "power_frac_clock_pct": 31.0,
        "power_frac_seq_pct": 53.3,
        "power.combinational.fraction_pct": 15.6,
        "max-vdd-ir-drop_v": 0.000249,
        "p_int_uw": 1270,
        "p_sw_uw": 414,
        "leakagePower_uw": 0.00236,
    },
    "cells_and_area": {
        "fillCellCount": 645,
        "drive_above_1_share_pct": 9.04,
        "syn_to_final_growth_pct": 44.8,
        "final_core_util_pct": 75.6,
    },
    "global_routing": {
        "grt_usage_pct": 23.1,
        "grt_pass1_vias": 3628,
        "grt_pass1_wl_um": 17700,
        "grt_start_max_net_pins": 117,
        "grt_overflow": 0,
        "antenna_found_initial": 0,
    },
    "die": {
        "dieArea_mm2": 0.00963,
        "pin_count": 196,
        "fp_util_pct": 52.2,
        "num_rows": 34,
        "die_w_um": 98.1,
        "core_mm2": 0.00885,
        "dieHeight_um": 98.1,
    },
    "run_status": {
        "run_status": "finished clean",
    },
    "hold_path": {
        "hold_path_class": "flop to flop",
    },
    "placement": {
        "routabilityCongestion": 0.768,
        "place.detailed.hpwl_um": 6780,
        "port_buffers": 195,
        "post-place-ws_ns": 1.13,
    },
}
==> worst min path at each step <==
stage                 cells after the start  slack, ns       startpoint               to
after CTS                                 2       0.48  INST_buff_q[31]  INST_buff_q[31]
after global routing                      2       0.49    PC4_buff_q[5]    PC4_buff_q[5]
final                                     2       0.47  INST_buff_q[22]  INST_buff_q[22]
==> cell families (layout without fill, tap and decap cells) <==
family | after synthesis | in the layout | synth area share, %
and+or+nand+nor | 290 | 290 | 34.1
DFF | 96 | 96 | 41.6
AOI/OAI and AO/OA | 96 | 96 | 18.4
buffers and inverters | 53 | 215 | 5.90
==> cell usage in the layout, fill, tap and decap left out <==
cell and n:
clkdlybuf4s50_1 193, dfxtp_1 96, and2_1 96, nand2_1 96
nand2b_1 96, o22ai_1 56, o22ai_2 40, clkbuf_8 11
buf_4 3, buf_12 3, clkinvlp_4 2, nor2_4 1
or2_4 1, clkbuf_1 1, clkinv_4 1, clkinv_2 1
==> layout make-up <==
class                   instances  area (um^2)  share of cell area (%)
multi-input cells             386         2430                    36.4
well taps                     108          135                    2.02
clock buffers                  12          155                    2.32
flip-flops and latches         96         1920                    28.7
clock inverters                 4         28.8                   0.430
repair buffers                199         2010                    30.1
==> state kept, by name (all words and copies together), names as in the netlist <==
register,flops
PC4_buff_q,32
PC_buff_q,32
INST_buff_q,32
==> worst max-delay path, cell delays in order <==
cell and delay [ns]:
clkdlybuf4s50_1 0.46, nor2_4 0.12, buf_12 0.29, and2_1 0.21, clkdlybuf4s50_1 0.46
==> power groups by stage <==
| stage | clock network [uW] | logic (uW) | registers [uW] |
|---|---|---|---|
| 5_1_grt | 577 | 287 | 903 |
| 6_report | 523 | 263 | 898 |
| 4_1_cts | 535 | 265 | 898 |
==> synth_stat cells <==
cell,n,area [um^2]
and2_1,96,601
dfxtp_1,96,1920
nand2_1,96,360
nand2b_1,96,601
o22ai_1,56,350
o22ai_2,40,500
clkbuf_1,26,97.6
buf_2,16,80.1
buf_6,6,67.6
clkbuf_2,4,20.0
buf_4,1,7.51
nor2_2,1,6.26
or2_1,1,6.26
==> through the flow <==
step                      instance area [um^2]  power (uW)  std cells  hold WS, ns
after floorplan                           4620        1050        535        0.442
after global placement                    6500        1180        789        0.458
after detailed placement                  6500        1180        789        0.463
after CTS                                 6690        1700        805        0.475
after global routing                      6690        1770        805        0.491
final                                     6690        1680        805        0.472
==> per-layer routing <==
metal / GRT usage [%] / vias to the layer above
li1: - / 2068
met1: 35.7 / 1802
met2: 35.7 / 120
met3: 5.81 / 5
met4: 1.28 / 0
met5: 0 / -
Power figures rest on the tool's default switching activity, not on a simulated workload.
