==> ./design.v <==
`timescale 1ns/1ns
module pipe_decode(
	input logic clk,
	input logic reset,
	input logic stall,
	input logic flush,
	input logic [31:0]	rs1_data_D,
	input logic [31:0]	rs2_data_D,
	input logic [31:0]	imm_o_D,
	input logic [6:0]	brc_input_D,
	input logic [31:0]	PC_D,
	input logic [31:0]	PC4_D,
	input logic [4:0]	rd_D,
	output logic [31:0] rs1_data_E,
	output logic [31:0] rs2_data_E,
	output logic [31:0] imm_o_E,
	output logic [6:0]	brc_input_E,
	output logic [31:0] PC_E,
	output logic [31:0] PC4_E,
	output logic [4:0]	rd_E,
	input logic 		reg_wr_D,
	input logic [2:0]	br_type_D,
	input logic			sel_a_D,
	input logic 		sel_b_D,
	input logic [3:0] 	alu_op_D,
	input logic			mem_wr_D,
	input logic 		mem_rd_D,
	input logic [2:0] 	mem_mask_D,
	input logic	[1:0]	sel_wb_D,
	output logic 		reg_wr_E,
	output logic [2:0]	br_type_E,
	output logic		sel_a_E,
	output logic 		sel_b_E,
	output logic [3:0] 	alu_op_E,
	output logic		mem_wr_E,
	output logic 		mem_rd_E,
	output logic [2:0] 	mem_mask_E,
	output logic [1:0]	sel_wb_E,
	input logic [4:0]	rs1_addr_D,
	input logic [4:0]	rs2_addr_D,
	output logic [4:0]	rs1_addr_E,
	output logic [4:0]	rs2_addr_E
);
    typedef struct packed {
        logic [31:0] rs1_data;
        logic [31:0] rs2_data;
        logic [31:0] imm_o;
        logic [6:0]  brc_input;
        logic [31:0] PC;
        logic [31:0] PC4;
        logic [4:0]  rd;
    } datapath_t;
    datapath_t datapath_q, datapath_d;
    typedef struct packed {
        logic        reg_wr;
        logic [2:0]  br_type;
        logic        sel_a;
        logic        sel_b;
        logic [3:0]  alu_op;
        logic        mem_wr;
        logic        mem_rd;
        logic [2:0]  mem_mask;
        logic [1:0]  sel_wb;
    } control_t;
    control_t control_q, control_d;
	typedef struct packed {
		logic [31:0] rs1_addr;
		logic [31:0] rs2_addr;
	} hazard_t;
	hazard_t hazard_q, hazard_d;
    always_ff @(posedge clk) begin
        if (reset) begin
            datapath_q <= '0;  
            control_q  <= '0;  
			hazard_q <= '0;
        end else begin
            datapath_q <= datapath_d;  
            control_q  <= control_d;
			hazard_q <= hazard_d;
        end
    end
    always_comb begin
			rs1_data_E  = 0;
			rs2_data_E  = 0;
			imm_o_E     = 0;
			brc_input_E = 0;
			PC_E        = 0;
			PC4_E       = 0;
			rd_E        = 0;
			reg_wr_E    = 0;
			br_type_E   = 0;
			sel_a_E     = 0;
			sel_b_E     = 0;
			alu_op_E    = 0;
			mem_wr_E    = 0;
			mem_rd_E    = 0;
			mem_mask_E  = 0;
			sel_wb_E    = 0;
			rs1_addr_E	= 0;
			rs2_addr_E	= 0;
        if (stall) begin
            datapath_d 	= datapath_q;
            control_d  	= control_q;
			hazard_d	= hazard_q;
        end
        else if (flush) begin
            datapath_d = '0;
			control_d  = '0;
			hazard_d   = '0;
        end
        else begin
			rs1_data_E  = datapath_q.rs1_data;
			rs2_data_E  = datapath_q.rs2_data;
			imm_o_E     = datapath_q.imm_o;
			brc_input_E = datapath_q.brc_input;
			PC_E        = datapath_q.PC;
			PC4_E       = datapath_q.PC4;
			rd_E        = datapath_q.rd;
			reg_wr_E    = control_q.reg_wr;
			br_type_E   = control_q.br_type;
			sel_a_E     = control_q.sel_a;
			sel_b_E     = control_q.sel_b;
			alu_op_E    = control_q.alu_op;
			mem_wr_E    = control_q.mem_wr;
			mem_rd_E    = control_q.mem_rd;
			mem_mask_E  = control_q.mem_mask;
			sel_wb_E    = control_q.sel_wb;
			rs1_addr_E	= hazard_q.rs1_addr;
			rs2_addr_E	= hazard_q.rs2_addr;
            datapath_d.rs1_data  = rs1_data_D;
            datapath_d.rs2_data  = rs2_data_D;
            datapath_d.imm_o     = imm_o_D;
            datapath_d.brc_input = brc_input_D;
            datapath_d.PC        = PC_D;
            datapath_d.PC4       = PC4_D;
            datapath_d.rd        = rd_D;
            control_d.reg_wr     = reg_wr_D;
            control_d.br_type    = br_type_D;
            control_d.sel_a      = sel_a_D;
            control_d.sel_b      = sel_b_D;
            control_d.alu_op     = alu_op_D;
            control_d.mem_wr     = mem_wr_D;
            control_d.mem_rd     = mem_rd_D;
            control_d.mem_mask   = mem_mask_D;
            control_d.sel_wb     = sel_wb_D;
			hazard_d.rs1_addr	 = rs1_addr_D;
			hazard_d.rs2_addr	 = rs2_addr_D;
        end
    end
endmodule
==> ./run.sh <==
#!/bin/bash
# OpenROAD 26Q1-2900-gdf79404cd8, Yosys 0.63+post, stock flow scripts
make -C /OpenROAD-flow-scripts/flow DESIGN_CONFIG=/design/flow/config.mk WORK_HOME=/design/flow/orfs finish
==> ./config.mk <==
export PLATFORM = sky130hd
export DESIGN_NAME = pipe_decode
export DESIGN_NICKNAME = pipe_decode
export VERILOG_FILES = /design/flow/design.v
export SDC_FILE = /design/flow/constraint.sdc
export NUM_CORES = 4
export LEC_CHECK = 1
export CORE_AREA = 10 10 239 239
export DIE_AREA = 0 0 249 249
==> ./constraint.sdc <==
current_design pipe_decode

set clk_period 11.1
set clk_io_pct 0.2

create_clock -name clk0 -period $clk_period [get_ports {clk}]

set non_clock_inputs [all_inputs -no_clocks]
set_input_delay [expr $clk_period * $clk_io_pct] -clock clk0 $non_clock_inputs
set_output_delay [expr $clk_period * $clk_io_pct] -clock clk0 [all_outputs]
==> metrics.cfg <==
[outcome]
outcome = completed

[final_timing]
finalSetupTns_ns = 0
timing.final.hold_violations = 0
clock.fmax_mhz = 146
worst_slew_pin_slew_ns = 0.810
max_slew_margin_pct = 46.0
final_max_slew_viol_count = 0
tmin_final_ns = 6.87
final.period_utilization_pct = 61.9
finClkSkew_ns = 0
grt_setup_unrepaired = no
setup_violations = 0
post-route-worst-setup-slack_ns = 4.23

[detailed_routing]
via_count = 8514
detailedRoute.firstPassIterationCount = 4
drc_viols = 0
finalWirelength_um = 34300
ant_nets_after_route = 0
wl_per_cell_um = 16.2
vias_per_cell = 4.01
dr.first_iter.drc_count = 311

[synthesis]
register_share_after_synthesis_pct = 41.0
yosys_area_um2 = 9720
synth_cell_type_count = 13
yosysCellCount = 1106
top_area_cell = sky130_fd_sc_hd__dfxtp_1
synth.cells.most_frequent = sky130_fd_sc_hd__and2_1 (199), sky130_fd_sc_hd__dfxtp_1 (199), sky130_fd_sc_hd__nand2_1 (199), sky130_fd_sc_hd__nand2b_1 (199), sky130_fd_sc_hd__o22ai_2 (100)
numSynthFlops = 199
syn-cell-area_um2 = 9720
synth.top_cells.by_area = sky130_fd_sc_hd__dfxtp_1 (41%), sky130_fd_sc_hd__o22ai_2 (13%), sky130_fd_sc_hd__and2_1 (13%)
synth_cells = 1106
edf_count = 0
ys.warnings.count = 1
netlist.area_leader.share_pct = 41.0
post_synth.cell_area_avg_um2 = 8.79
postSynth.topFlopCell = sky130_fd_sc_hd__dfxtp_1
ffs_w_async_s_r_synth_pct = 0

[layout]
drive_gt1_share_pct = 10.1
n_fill_cell = 5476
synthToLayoutAreaGrowth_pct = 51.2
layout.cells.non_filler = 2121
layout.core_utilization_pct = 28.5

[clocking]
clk_pin_slew_worst_paths_ns = 0.08
clkLatencyLatePin_ns = 0.49
tritoncts_clock_tree = done
cts_resized = 0
clock_sink_count = 199
ctsRootBufferMaster = sky130_fd_sc_hd__clkbuf_16
postCtsSetupRepairBufs = 0
tritoncts.num_buffers = 17
clock_tree.htree_level_count = 4
cts_hold_buf = 0
clk_path_buf_depth = 2

[pwr]
p_leak_nw = 5.00
worst_ir_drop_on_vdd_v = 0.0000922
pwr_density_cell_nw_per_um2 = 113

[min_path]
worstHoldPathType = flip-flop to flip-flop

[place]
place.gp.congestion = 0.793
io_buffers = 401
worst_slack_after_detailed_placement_ns = 4.18
dpl.cell_count = 2088
final_hpwl_from_detailed_placement_um = 23800

[global_route]
grt_pass1_wl_um = 52300
antenna_violations_before_repair = 3
first_global_vias = 8349
total_track_usage_pct = 10.7
largest_net_degree_at_the_start_of_global_routing = 137
gr-total-overflow = 0

[worst_setup_path]
worstSetupEndpointType = output port
crit_path_max_incr_delay_ns = 0.64
cell_with_the_most_instances_on_the_worst_path = sky130_fd_sc_hd__clkdlybuf4s50_1
crit_path_start_kind = input port
cell_by_cell_listing_of_the_critical_path = clkdlybuf4s50_1 > nor2_4 > buf_4 > and2_1 > clkdlybuf4s50_1
critical_path.slowest_cell = sky130_fd_sc_hd__buf_4
arrival_time_at_the_worst_endpoint_ns = 4.65
critical_path_required_ns = 8.88
setup.worst_path.class = input port to output port
path_max_fanout = 82

[job]
cap_violations = 0
stage_log_warning_count = 29

[floorplanning]
initial_core_util_pct = 18.8
core_area_um2 = 51600
die_area_um2 = 62000
die-height_um = 249
floorplan.die.width_um = 249
core.rowCount = 83
boundary_pins = 402

-- cell usage in the layout (no fill, tap or decap), types with 2 or more instances in the layout --
cell type                         netlist  layout
sky130_fd_sc_hd__o22ai_2              100     100
sky130_fd_sc_hd__o22ai_1               99      99
sky130_fd_sc_hd__buf_4                 15       9
sky130_fd_sc_hd__nand2b_1             199     199
sky130_fd_sc_hd__clkbuf_16              0      17
sky130_fd_sc_hd__inv_8                  0       4
sky130_fd_sc_hd__bufinv_16              0       2
sky130_fd_sc_hd__and2_1               199     199
sky130_fd_sc_hd__dfxtp_1              199     199
sky130_fd_sc_hd__nand2_1              199     199
sky130_fd_sc_hd__clkdlybuf4s50_1        0     399
sky130_fd_sc_hd__inv_6                  0       5
sky130_fd_sc_hd__clkinv_8               0       2
-- power by group --
group / switching (mW) / internal, mW
clock network: 0.334 / 0.346
logic: 0.0996 / 0.130
registers: 0.0137 / 0.742
total: 0.447 / 1.22
-- layer usage --
| layer | share of wire (%) | vias to the layer above | global-route usage, % |
|---|---|---|---|
| met5 | 0.11 | - | 0 |
| met2 | 46 | 268 | 17.1 |
| met4 | 2.0 | 4 | 1.84 |
| met3 | 7.8 | 27 | 3.75 |
| met1 | 44 | 3920 | 13.8 |
| li1 | - | 4295 | - |
-- sequential cells by signal, indices dropped and copies added (netlist names) --
register,flops
hazard_q,10
datapath_q,172
control_q,17
-- per-stage QoR --
stage	power [mW]	hold slack [ns]	area [µm²]
floorplan	0.890	0.442	9720
global placement	1.00	0.448	14100
detailed placement	1.00	0.462	14100
CTS	1.70	0.475	14700
global route	1.74	0.490	14700
finish	1.66	0.471	14700
-- path summary, 6_finish.rpt --
path | start | to | slack, ns | depth (start not counted)
hold / removal | datapath_q[147] | datapath_q[147] | 0.47 | 2
setup reg to reg | datapath_q[112] | datapath_q[112] | 10.28 | 2
setup / recovery | flush | rs1_data_E[3] | 4.23 | 5
hold reg to reg | datapath_q[147] | datapath_q[147] | 0.47 | 2
-- cells by family (layout without fill, tap and decap cells) --
kind of cell	Yosys count	in the layout	share of synthesized area (%)
buffers and inverters	109	443	6.33
AOI/OAI and AO/OA	199	199	19.2
other	0	1	0
DFF	199	199	41.0
and+or+nand+nor	599	599	33.4
-- area by class of cell --
cell class                      instances  area, µm²  area share (%)
Antenna cell                            1       2.50          0.0170
Clock buffer                           17        425            2.89
Clock inverter                         15        198            1.35
Multi-Input combinational cell        798       5130            34.9
Sequential cell                       199       3980            27.1
Tap cell                              680        851            5.79
Timing Repair Buffer                  411       4110            28.0
-- critical path, delay by kind of cell --
kind	cells	cell delay, ns
buffers and inverters	3	1.63
and+or+nand+nor	2	0.69
Power and IR drop assume default switching activity.
