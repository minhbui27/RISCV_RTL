<file path="flow/run.sh">
#!/bin/bash
# OpenROAD 26Q1-2900-gdf79404cd8, Yosys 0.63+post, stock flow scripts
make -C /OpenROAD-flow-scripts/flow DESIGN_CONFIG=/design/flow/config.mk WORK_HOME=/design/flow/orfs finish
</file>
<file path="flow/config.mk">
export PLATFORM = sky130hd
export DESIGN_NAME = pipe_execute
export DESIGN_NICKNAME = pipe_execute
export VERILOG_FILES = /design/flow/design.v
export SDC_FILE = /design/flow/constraint.sdc
export NUM_CORES = 4
export LEC_CHECK = 1
export CORE_UTILIZATION = 50
</file>
<file path="flow/constraint.sdc">
current_design pipe_execute

set clk_period 6.3
set clk_io_pct 0.2

create_clock -name clk0 -period $clk_period [get_ports {clk}]

set non_clock_inputs [all_inputs -no_clocks]
set_input_delay [expr $clk_period * $clk_io_pct] -clock clk0 $non_clock_inputs
set_output_delay [expr $clk_period * $clk_io_pct] -clock clk0 [all_outputs]
</file>
<file path="flow/design.v">
`timescale 1ns/1ns
module pipe_execute(
	input logic 		clk,
	input logic 		rst,
	input logic 		stall,
	input logic 		flush,
	input logic 		reg_wr_E,
	input logic 		mem_wr_E,
	input logic 		mem_rd_E,
	input logic [2:0] 	mem_mask_E,
	input logic [1:0] 	sel_wb_E,
	output logic 		reg_wr_M,
	output logic 		mem_wr_M,
	output logic 		mem_rd_M,
	output logic [2:0] 	mem_mask_M,
	output logic [1:0] 	sel_wb_M,
	input logic [31:0]	alu_o_E,
	input logic [31:0]	wr_data_E,
	input logic [4:0]	rd_E,
	input logic [31:0]	PC4_E,
	output logic [31:0] alu_o_M,
	output logic [31:0] wr_data_M,
	output logic [4:0]	rd_M,
	output logic [31:0] PC4_M
);
	typedef struct packed {
		logic		reg_wr;
		logic 		mem_wr;
		logic 		mem_rd;
		logic [2:0] mem_mask;
		logic [1:0] sel_wb;
	} control_t;
	control_t control_d, control_q;
	typedef struct packed {
		logic [31:0]	alu_o;
		logic [31:0]	wr_data;
		logic [4:0] 	rd;
		logic [31:0]	PC4;
	} datapath_t;
	datapath_t datapath_d, datapath_q;
	always_ff @(posedge clk) begin
		if (rst) begin
			control_q	<= 0;
			datapath_q	<= 0;
		end else begin
			control_q	<= control_d;
			datapath_q	<= datapath_d;
		end
	end
	always_comb begin
			reg_wr_M	= 0;
			mem_wr_M	= 0;
			mem_rd_M	= 0;
			mem_mask_M	= 0;
			sel_wb_M	= 0;
			alu_o_M		= 0;
			wr_data_M	= 0;
			rd_M		= 0;
			PC4_M		= 0;
		if (stall) begin
			control_d	= control_q;
			datapath_d	= datapath_q;
		end
		else if (flush) begin
			control_d	 = 0;
			datapath_d	 = 0;
		end
		else begin
			reg_wr_M 	= control_q.reg_wr;
			mem_wr_M 	= control_q.mem_wr;
			mem_rd_M 	= control_q.mem_rd;
			mem_mask_M	= control_q.mem_mask;
			sel_wb_M 	= control_q.sel_wb;
			control_d.reg_wr	= reg_wr_E;
			control_d.mem_wr	= mem_wr_E;
			control_d.mem_rd	= mem_rd_E;
			control_d.mem_mask	= mem_mask_E;
			control_d.sel_wb	= sel_wb_E;
			alu_o_M 	= datapath_q.alu_o;
			wr_data_M 	= datapath_q.wr_data;
			rd_M		= datapath_q.rd;
			PC4_M 		= datapath_q.PC4;
			datapath_d.alu_o	= alu_o_E;
			datapath_d.wr_data	= wr_data_E;
			datapath_d.rd		= rd_E;
			datapath_d.PC4		= PC4_E;
		end
	end
endmodule
</file>
==> reports/summary.json <==
{
  "worst_hold_path": {
    "timing.hold.worst.class": "reg -> reg"
  },
  "route": {
    "detail_route.wl_per_cell_um": 13.4,
    "routed_wl_um": 12300,
    "drt-vias-per-instance": 4.89,
    "detail-route-antenna-nets": 0,
    "detail_route.first_pass.iterations": 4,
    "first_iter_violations": 110,
    "routed-via-count": 4515,
    "drc": 0,
    "antenna_cells_inserted": 0
  },
  "floorplan": {
    "design.die.area_sq_mm": 0.0104,
    "die-height_um": 102,
    "core.rowCount": 36,
    "io_pins": 222,
    "core-area_sq_mm": 0.00973,
    "die_x_um": 102,
    "initial_core_util": 0.515
  },
  "synth": {
    "synth.yosys.chip_area_sq_mm": 0.00501,
    "netlist-cell-type-count": 12,
    "synth_area_sq_mm": 0.00501,
    "ys_seq_elements": 109,
    "synth_seq_share": 0.436,
    "yosys-stat-cells": 606,
    "post_synth.cell_area_avg_sq_um": 8.27,
    "synth_warnings": 1,
    "syn_inst": 606
  },
  "global_route": {
    "first_pass_grt_wire_length_um": 19000,
    "initial_antenna_violation_count": 0,
    "grtUsageTotal": 0.236,
    "gr-total-overflow": 0,
    "maximum_number_of_pins_on_one_net_before_global_route_repair": 100,
    "first_global_vias": 3904
  },
  "sta": {
    "setup_tns_ns": 0,
    "slew_viol_final": 0,
    "report.final.hold_viol_count": 0,
    "setup_repair_after_global_routing_missed_its_margin": "no",
    "timing.fmax_mhz": 220,
    "timing.final.setup_violations": 0,
    "clock_skew_ns": 0,
    "worst_pin_slew_ns": 0.855,
    "worst_slew_margin_rel": 0.430,
    "layout_min_cycle_time_ns": 4.56,
    "post-route-period-util": 0.723
  },
  "power_and_ir_drop": {
    "p_leak_uw": 0.00258,
    "powerDensity_mw_per_mm2": 180,
    "ir_drop_v": 0.000153
  },
  "cts": {
    "cts_repair_resize_count": 0,
    "h-tree-depth": 3,
    "post-cts-setup-buffer-count": 0,
    "clock-sinks": 109,
    "clk-insertion-delay-late_ns": 0.35,
    "worst_setup_hold_path_clk_slew_ns": 0.09,
    "cts_inserted_buffers": 9,
    "max-clock-path-buffers": 2,
    "tritoncts": "built",
    "cts.root.buffer_cell": "sky130_fd_sc_hd__clkbuf_8",
    "cts-hold-fix-buffers": 0
  },
  "worst_setup_path": {
    "timing.critical_path.fanout_max": 48,
    "crit_path_end_kind": "output pin",
    "critPathLaunchType": "input port",
    "worst-endpoint-required_ns": 5.04,
    "timing.setup.critical_path_class": "in -> out",
    "arrival_ns": 3.30
  },
  "run": {
    "timing.max_cap.violations": 0,
    "log.warning_count": 26
  },
  "cells_and_area": {
    "drive_above_1_share": 0.0443,
    "non_filler_instance_count_after_layout": 923,
    "synthToLayoutAreaGrowth_pct": 46.0
  },
  "placed_design": {
    "final_weighted_congestion_of_routability_driven_global_placement": 0.814,
    "detailed_place_hpwl_um": 8020,
    "placed_cells_incl_taps": 907,
    "portBuffers": 221
  },
  "status": {
    "outcome": "complete, no violations"
  }
}
## cell usage after synthesis, drive strengths merged
library cell	n	area (sq um)
o22ai	109	744
dfxtp	109	2180
nand2b	109	682
and2	109	682
nand2	109	409
nor2	1	6.26
clkbuf	19	71.3
buf	40	226
or2	1	6.26
## critical path, cell delays in order
cell and delay (ns):
sky130_fd_sc_hd__clkdlybuf4s50_1 0.46, sky130_fd_sc_hd__nor2_4 0.43, sky130_fd_sc_hd__buf_4 0.43, sky130_fd_sc_hd__and2_1 0.18, sky130_fd_sc_hd__clkdlybuf4s50_1 0.51
## flip-flops by register name, indices dropped and copies added (netlist names)
register and cells:
control_q 8, datapath_q 101
## final cells by class
class | count | area, sq um
clock buffer | 11 | 141
clock inverter | 5 | 36.3
fill | 714 | 2410
multi-input combinational | 438 | 2540
sequential | 109 | 2180
tap | 133 | 166
timing repair buffer | 227 | 2250
## metrics by stage
| step | power (uW) | util | setup slack [ns] | cell area (sq um) | hold WS (ns) |
|---|---|---|---|---|---|
| 4_1_cts | 1330 | 0.752 | 1.73 | 7320 | 0.477 |
| 3_3_place_gp | 940 | 0.734 | 1.78 | 7140 | 0.451 |
| 5_1_grt | 1380 | 0.752 | 1.62 | 7320 | 0.491 |
| 3_5_place_dp | 944 | 0.734 | 1.74 | 7140 | 0.456 |
| 2_1_floorplan | 842 | - | 3.15 | 5010 | 0.442 |
| 6_report | 1320 | 0.752 | 1.74 | 7320 | 0.473 |
## where the power goes
group          switching [uW]  leakage [uW]  internal (uW)  total [uW]
clock                     232     0.0000815            155         387
sequential               11.9      0.000890            716         728
combinational            80.8       0.00161            119         200
## kinds of logic after synthesis
group | synth area share
buffers and inverters | 0.0594
and+or+nand+nor | 0.356
DFF | 0.436
AOI/OAI and AO/OA | 0.149
## worst paths after layout
kind                     to      startpoint  slack [ns]  cells past startpoint
max            wr_data_M[1]           flush        1.74                      5
min          datapath_q[97]  datapath_q[97]        0.47                      2
max reg2reg  datapath_q[54]  datapath_q[54]        5.62                      2
min reg2reg  datapath_q[97]  datapath_q[97]        0.47                      2
## placed cells by master, fill, tap and decap left out, drive strengths merged
cell | netlist | layout
nand2b | 109 | 109
clkdlybuf4s50 | 0 | 219
nor2 | 1 | 1
o22ai | 109 | 109
clkinv | 0 | 2
or2 | 1 | 1
buf | 40 | 8
nand2 | 109 | 109
dfxtp | 109 | 109
and2 | 109 | 109
clkinvlp | 0 | 3
clkbuf | 19 | 11
## metal layers
metal | vias to the layer above | track usage | part of all wire
li1 | 2349 | - | -
met1 | 2000 | 0.363 | 0.46
met2 | 149 | 0.345 | 0.43
met3 | 17 | 0.0702 | 0.088
met4 | 0 | 0.0374 | 0.018
met5 | - | 0 | 0
Power figures rest on the tool's default switching activity, not on a simulated workload.
